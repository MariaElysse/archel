--- flow/run.sh ---
#!/bin/bash
# OpenROAD 26Q1-2900-gdf79404cd8, Yosys 0.63+post, stock flow scripts
make -C /OpenROAD-flow-scripts/flow DESIGN_CONFIG=/design/flow/config.mk WORK_HOME=/design/flow/orfs finish
--- flow/config.mk ---
export PLATFORM = sky130hd
export DESIGN_NAME = vga640x480
export DESIGN_NICKNAME = vga640x480
export VERILOG_FILES = /design/flow/design.v
export SDC_FILE = /design/flow/constraint.sdc
export NUM_CORES = 4
export LEC_CHECK = 1
export CORE_AREA = 10 10 91 91
export DIE_AREA = 0 0 101 101
--- flow/constraint.sdc ---
current_design vga640x480

set clk_period 3.6
set clk_io_pct 0.2

create_clock -name clk0 -period $clk_period [get_ports {dclk}]

set non_clock_inputs [all_inputs -no_clocks]
set_input_delay [expr $clk_period * $clk_io_pct] -clock clk0 $non_clock_inputs
set_output_delay [expr $clk_period * $clk_io_pct] -clock clk0 [all_outputs]
--- flow/design.v ---
`timescale 1ns / 1ps
module vga640x480(
	input wire dclk,			 
	input wire clr,			 
	output wire hsync,		 
	output wire vsync,		 
	output reg [2:0] red,	 
	output reg [2:0] green,  
	output reg [1:0] blue	 
	);
parameter hpixels = 800; 
parameter vlines = 521;  
parameter hpulse = 96; 	 
parameter vpulse = 2; 	 
parameter hbp = 144; 	 
parameter hfp = 784; 	 
parameter vbp = 31; 		 
parameter vfp = 511; 	 
reg [9:0] hc;
reg [9:0] vc;
reg [18:0] px;
always @(posedge dclk or posedge clr)
begin
	if (clr == 1)
	begin
		hc <= 0;
		vc <= 0;
	end
	else
	begin
		if (hc < hpixels - 1)
			hc <= hc + 1;
		else
		begin
			hc <= 0;
			if (vc < vlines - 1)
				vc <= vc + 1;
			else
				vc <= 0;
		end
	end
end
assign hsync = (hc < hpulse) ? 0:1;
assign vsync = (vc < vpulse) ? 0:1;
always @(*)
begin
	if (vc >= vbp && vc < vfp)
	begin
		if (hc >= hbp && hc < (hbp+80))
		begin
			red = 3'b111;
			green = 3'b111;
			blue = 2'b11;
		end
		else if (hc >= (hbp+80) && hc < (hbp+160))
		begin
			red = 3'b111;
			green = 3'b111;
			blue = 2'b00;
		end
		else if (hc >= (hbp+160) && hc < (hbp+240))
		begin
			red = 3'b000;
			green = 3'b111;
			blue = 2'b11;
		end
		else if (hc >= (hbp+240) && hc < (hbp+320))
		begin
			red = 3'b000;
			green = 3'b111;
			blue = 2'b00;
		end
		else if (hc >= (hbp+320) && hc < (hbp+400))
		begin
			red = 3'b111;
			green = 3'b000;
			blue = 2'b11;
		end
		else if (hc >= (hbp+400) && hc < (hbp+480))
		begin
			red = 3'b111;
			green = 3'b000;
			blue = 2'b00;
		end
		else if (hc >= (hbp+480) && hc < (hbp+560))
		begin
			red = 3'b000;
			green = 3'b000;
			blue = 2'b11;
		end
		else if (hc >= (hbp+560) && hc < (hbp+640))
		begin
			red = 3'b000;
			green = 3'b000;
			blue = 2'b00;
		end
		else
		begin
			red = 0;
			green = 0;
			blue = 0;
		end
	end
	else
	begin
		red = 0;
		green = 0;
		blue = 0;
	end
end
endmodule
==> notes.md <==
flow finished, numbers: status completed, Top cell area share 39.29%, slowest cell on the critical path clkdlybuf4s50_1, pins over their slew limit 0, routed len/inst about 12 µm, drt pass-1 iters 4, CTS tree yes, first-pass GRT wire length around 4800 µm, CP Class flip-flop to output pin, Post-CTS Repair Setup Buffers 0, Levels on crit path 6, DR DRC count 0, gr usage total about 5.5%, number of cells in Yosys stat roughly 140, layout cells sized above 1 about 8.8%, post-route ant nets 0, WL final 2716 µm, Synth Seq Share 39.29%, Main logic family simple AND/OR/NAND/NOR gates, power per cell area 302.3 nW/µm², aoi share 20.04%, Buffers on Ports 11, CTS Root Cell clkbuf_8, Reg clk slew, reported paths 0.08 ns, Core Util, Final approximately a quarter, NetSw about 84 µW, Logic pwr share under 10%, Init Core Util about a fifth, RSZ-0062 raised after global routing no, FF-to-FF setup slack between 1 and 1.5 ns, die footprint approximately 10000 µm², chip height about 100 µm, Setup TNS Final 0 ns, Flop pwr share about half, total core area roughly 6300 µm², placed cell count approximately 220, fin crit period roughly 3.4 ns, cts bufs inserted 3, nature of the critical path startpoint flip-flop, Cell area leaders dfrtp_1 (39%), nor2_1 (4.7%), a22o_1 (4.1%), o21ai_0 (3.5%), buf_4 (2.9%), Adder Area Share approximately 3%, Max transition margin between 50% and 60%, Sink Count 20, Critical Path RT ~2.9 ns, MUX area fraction 0.8841%, Syn Area/Cell 8.970 µm², Via density ~4.7, Die Width 101 µm, Yosys top cell by area dfrtp_1, Max clock buf depth 2, Cell Int Power between 300 and 400 µW, Area Growth Syn to Fin 18.96%, reg2reg end vc[0]$_DFFE_PP0N_, 1st-iter DRT viols 36, worst-margin pin slew 0.7461 ns, Critical Path Sink Type output pin, # H-tree levels 1, synthesized area around 1300 µm², Hold Crit Start hc[0]$_DFF_PP0_, VDD IR-drop max between 0.15 and 0.2 mV, worst setup path startpoint vc[0]$_DFFE_PP0N_, critical path cell sequence ha_1 -> and4_1 -> and3_1 -> a311o_1 -> nor4_2 -> clkdlybuf4s50_1, RePlAce Congestion 0.7916, XOR/XNOR Area Share 4.126%, Max Clock Skew between 0.0015 and 0.002 ns, YS chip area 1274 µm², flops out of synthesis 20, Top-Level Pins 12, Top delay family on crit path simple AND/OR/NAND/NOR gates, Critical path buffers and inverters 1, cell count after synthesis about 140, HPWL after DPL approximately 1800 µm, Arrival @ worst endpoint ~2.7 ns, Cell variety after synth 39, initial antenna violation count 0, Cell Count, Final, Fillers Out ~220, maxcap violations 0, fin crit share 93.53%, Reg2Reg Launch Point hc[4]$_DFF_PP0_, FF-to-FF path depth 5, n_diodes 0, simple share roughly a quarter, num rows 29, final setup vio count 0, largest net degree at the start of global routing 21, Pwr Total 458.0 µW, leakage between 0.6 and 0.7 nW, Hold WC Path Type flip-flop to flip-flop, f_max 297.0 MHz, Warnings, synthesis 1, Overflow after GRT 0, vias in the first global route ~950, via count about 1100, switching part of the total power 18.23%, clk latency late pin between 0.2 and 0.3 ns, slowest stage delay, CP roughly 0.54 ns, OpenROAD warnings 27, clock network power share approximately 50%, crit path max fanout 4, Fin. Hold Viols 0, CP Capture Point red[2]
==> synth_stat cells (all sizes together) <==
| cell | count |
|---|---|
| a32o | 1 |
| and2 | 3 |
| nor2b | 4 |
| nor3 | 6 |
| and4 | 2 |
| buf | 5 |
| nand3b | 3 |
| or4 | 2 |
| o21a | 2 |
| o21ba | 1 |
| nand3 | 4 |
| clkbuf | 7 |
| and3 | 4 |
| xor2 | 3 |
| inv | 5 |
| mux2 | 1 |
| o2bb2ai | 1 |
| a21oi | 5 |
| or3 | 2 |
| nor4 | 2 |
| a22o | 6 |
| nand2b | 2 |
| a21o | 1 |
| ha | 3 |
| o31a | 1 |
| a31o | 1 |
| a31oi | 2 |
| xnor2 | 3 |
| o21ai | 9 |
| a41oi | 2 |
| a2bb2oi | 1 |
| o22ai | 1 |
| nand4 | 4 |
| nand2 | 6 |
| a311o | 1 |
| dfrtp | 20 |
| nor2 | 16 |
==> state kept, by name, summed over array words and instances, names as in the netlist <==
name / flops
hc: 10
vc: 10
==> cell families after synthesis <==
kind of cell,after synthesis
and+or+nand+nor,60
buffers and inverters,17
DFF,20
adders and majority gates,3
muxes,1
xor gates and xnor gates,6
AOI/OAI and AO/OA,35
==> cell usage in the layout (no fill, tap or decap), types with 3 or more instances in the layout <==
cell type | Yosys | layout
and2_1 | 3 | 3
a22o_1 | 6 | 6
nand3b_1 | 3 | 3
ha_1 | 3 | 3
nand2_1 | 6 | 6
clkdlybuf4s50_1 | 0 | 11
nor2_1 | 16 | 16
nor2b_1 | 4 | 4
o21ai_0 | 9 | 9
xor2_1 | 3 | 3
xnor2_1 | 3 | 3
nand3_1 | 4 | 4
inv_1 | 5 | 5
and3_1 | 4 | 4
a21oi_1 | 5 | 5
clkbuf_8 | 0 | 3
dfrtp_1 | 20 | 20
nand4_1 | 4 | 4
nor3_1 | 5 | 5
==> area by class of cell <==
type | count | area [µm²]
clock inverter | 1 | 30.03
sequential | 20 | 500.5
multi-input combinational | 105 | 703.2
fill | 657 | 4835
inverter | 5 | 18.77
clock buffer | 3 | 41.29
tap | 77 | 96.34
timing repair buffer | 13 | 125.1
==> power groups by stage <==
| stage | Sequential, mW | Combinational (mW) | Clock [mW] |
|---|---|---|---|
| 4_1_cts | 0.224 | 0.00715 | 0.233 |
| 5_1_grt | 0.224 | 0.00794 | 0.242 |
| 6_report | 0.224 | 0.00646 | 0.227 |
==> timing repair <==
item	in CTS	in global routing
gates resized	0	2
endpoints found under the setup margin	0	6
hold buffers	0	0
endpoints found under the hold margin	0	0
==> metal layers <==
metal / global-route usage (%) / vias up / part of all wire [%]
met2: 8.600 / 16 / 47
met3: 1.594 / 2 / 4.5
met1: 7.705 / 516 / 48
met4: 0.5359 / 0 / 0.70
li1: - / 520 / -
met5: 0 / - / 0
==> worst min path at each step <==
| stage | to | slack, ns | depth (start not counted) |
|---|---|---|---|
| finish | hc[0]$_DFF_PP0_ | 0.49 | 1 |
| global route | hc[0]$_DFF_PP0_ | 0.52 | 1 |
| CTS | hc[0]$_DFF_PP0_ | 0.49 | 1 |
==> through the flow <==
stage / instance area (µm²) / worst slack (ns) / hold slack [ns]
6_report: 1515 / 0.2331 / 0.4867
5_1_grt: 1515 / 0.06386 / 0.5191
4_1_cts: 1503 / 0.1203 / 0.4922
3_5_place_dp: 1431 / 0.4431 / 0.4798
3_3_place_gp: 1431 / 0.4800 / 0.4751
2_1_floorplan: 1274 / 1.058 / 0.4473
Power figures rest on the tool's default switching activity, not on a simulated workload.
