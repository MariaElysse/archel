**config.mk**
```make
export PLATFORM = sky130hd
export DESIGN_NAME = vga
export DESIGN_NICKNAME = vga
export VERILOG_FILES = /design/flow/design.v
export SDC_FILE = /design/flow/constraint.sdc
export NUM_CORES = 4
export LEC_CHECK = 1
export CORE_AREA = 10 10 269 269
export DIE_AREA = 0 0 279 279
```
**constraint.sdc**
```tcl
current_design vga

set clk_period 21.2
set clk_io_pct 0.2

create_clock -name clk0 -period $clk_period [get_ports {dclk}]

set non_clock_inputs [all_inputs -no_clocks]
set_input_delay [expr $clk_period * $clk_io_pct] -clock clk0 $non_clock_inputs
set_output_delay [expr $clk_period * $clk_io_pct] -clock clk0 [all_outputs]
```
**design.v**
```verilog
`timescale 1ns / 1ps
module vga(
	input wire dclk,  
	input wire rst,   
	input wire [0:639] line, 
	output wire [8:0] vram_read_addr,
	output wire hsync,  
	output wire vsync,  
	output reg [2:0] red,  
	output reg [2:0] grn,  
	output reg [1:0] blu  
    );
parameter hpixels = 800;  
parameter vlines = 521;   
parameter realpx = 640; 
parameter realln = 480;
parameter hpulse = 96;  
parameter vpulse = 2;
parameter h_backporch = 144; 
parameter h_frntporch = 784;
parameter v_backporch = 31;  
parameter v_frntporch = 511; 
reg [9:0] horiz_px;
reg [9:0] verti_ln;
reg [18:0] px;
wire [9:0] actual_x; 
wire [9:0] actual_y; 
assign actual_y = (verti_ln >= v_backporch && verti_ln < v_frntporch)? (verti_ln-v_backporch) : 0;
assign actual_x = (horiz_px >= h_backporch && horiz_px < h_frntporch)? (horiz_px-h_backporch) : 0;
assign hsync = (horiz_px < hpulse)? 0:1;
assign vsync = (verti_ln < vpulse)? 0:1;
assign vram_read_addr = actual_y;
always @(posedge dclk, posedge rst) begin 
if (rst) begin 
	horiz_px <= 0;
	verti_ln <= 0; 
	px <= 0;
end  
else begin
	if (horiz_px < hpixels - 1) begin 
		horiz_px <= horiz_px + 1;
	end
	else begin
		horiz_px <= 0;
		if (verti_ln < vlines - 1) begin
			verti_ln <= verti_ln + 1;
		end
		else begin 
			verti_ln <= 0;
		end
	end
	if (
		actual_x != 0 && actual_y != 0) begin 
		red <= 3'b000;
		blu <= 2'b00;
		if (line[actual_x-1] == 1'b1) begin 
			grn <= 3'b111;
		end 
		else begin 
			grn <= 3'b000;
		end;
	end
	else begin   
		red <= 3'b000;
		grn <= 3'b000;
		blu <= 2'b00;
	end
end  
end  
endmodule
```
**run.sh**
```bash
#!/bin/bash
# OpenROAD 26Q1-2900-gdf79404cd8, Yosys 0.63+post, stock flow scripts
make -C /OpenROAD-flow-scripts/flow DESIGN_CONFIG=/design/flow/config.mk WORK_HOME=/design/flow/orfs finish
```
==> flow_summary.toml <==
# synthesis and place-and-route metrics
[power_and_ir_drop]
ir_drop_v = 0.0000248
seq_power_share_pct = 16.6
p_int_mw = 0.190
p_per_area_nw_per_um2 = 16.3
p_leak_nw = 5.45
combinationalPowerShare_pct = 65.8
p_clk_share_pct = 17.6
power_switching_mw = 0.0552
swShare_pct = 22.5

[sta]
finalClockSkew_ns = 0.00349
finalSetupViolCount = 0
totalNegativeSetupSlack_ns = 0
worst_hold_slack_ns = 0.582
worst_pin_slew_ns = 0.982
period_used_pct = 33.3
finalHoldViolCount = 0
finalMaxSlewViolations = 0
max_clock_freq_mhz = 142
rsz0062_at_grt = "no"
period_minus_slack_ns = 7.06
max-slew-margin-rel_pct = 32.8

[worst_setup_path]
critPathArrivalTime_ns = 2.82
rr_startpoint = "horiz_px[0]$_DFF_PP0_"
end_kind = "output port"
rr_worst_depth = 19
start_kind = "register"
path_class = "register to output port"
critical_path.max_fanout = 9
reg2reg_slack_ns = 14.51
cp.required_ns = 16.96
r2r_end = "grn[1]$_SDFFCE_PN0N_"

[floorplanning]
rows = 94
dieArea_sq_um = 77800
coreArea_sq_um = 66100
core_util_floorplan_pct = 11.4
die.size.x_microns = 279
die_h_microns = 279
ioPinCount = 661

[cts]
htree_levels = 1
cts.sinks = 21
cts_buffers = 3
hold_buffers = 0
postCtsSetupBuffers = 0
clkLatencyLatePin_ns = 0.26
path_clk_slew_ns = 0.06
clockBufferDepth = 2
cts_tree = "yes"
post_cts_resized = 0
root_buffer = "clkbuf_16"

[routing]
vias = 10120
drt_iter0_markers = 552
drtAntennaViolNets = 0
drc_errors = 0
wire_per_inst_microns = 28.9
avgViaCountPerCell = 4.34
wl_microns = 67400
dr.pass1.iters = 5

[run]
tool_warnings = 29
max-cap-violations = 0

[hold_path]
worstHoldStart = "verti_ln[8]$_DFFE_PP0N_"
min_path_cells = 1
whs_endpoint = "verti_ln[8]$_DFFE_PP0N_"
hold_class = "register to register"

[synth]
numSynthFlops = 21
ys_area_sq_um = 7540
top_cells_by_count = "nand2_1, mux4_2, nor2_1"
async_flop_share_pct = 95.2
largest_area_cell = "mux4_2"
synth-edff-count = 1
ys_warn_count = 1
topCellsByArea = "mux4_2, nand2_1, dfrtp_1, mux2i_1, nand3_1"
most_common_cell = "nand2_1"
ys_seq_share_pct = 7.04
yosysUniqueCellTypes = 81
syn_inst = 859
mappedNetlistArea_sq_um = 7540
flop_cell = "dfrtp_1"
avgSynthCellArea_sq_um = 8.77
ys_cells = 859
synthDominantCellAreaShare_pct = 33.8

[run_status]
status = "finished clean"

[final_layout]
n_fill_cell = 7132
design_area_sq_um = 15100
drive_above_1_share_pct = 12.0
area_growth_pct = 99.8

[global_routing]
grt_max_degree = 82
grt_pass1_wl_microns = 89900
grt_remaining_overflow = 0
grt_use_total_pct = 16.9
grt_antenna_before_repair = 11
grt_pass1_vias = 10884

[placement]
portBuffers = 655
dp_hpwl_microns = 57700
placed_cell_area_sq_um = 15000
gp_congestion = 0.930
## registers in the layout, indices dropped and copies added, names as in the netlist
signal / cells
verti_ln: 10
grn: 1
horiz_px: 10
## stage by stage
stage	setup WS (ns)	util (%)	instances	total power [mW]
finish	14.14	22.8	2334	0.245
global route	13.98	22.8	2333	0.258
CTS	14.16	22.8	2328	0.249
detailed placement	14.07	22.6	2324	0.204
global placement	14.04	22.6	2324	0.203
floorplan	15.16	-	863	0.0701
## cell usage in the layout, fill, tap and decap left out, types with 4 or more instances in the layout
cell	synthesis	final
mux4_1	5	5
o21ai_0	40	39
ha_1	9	8
xor2_1	7	7
a221oi_1	8	8
clkdlybuf4s50_1	0	655
xnor2_1	13	13
o21ai_1	4	4
nand4_1	7	7
o211ai_1	4	4
inv_1	10	10
nand2_1	157	155
a41oi_1	4	4
a22oi_1	9	9
nor3_1	22	21
dfrtp_1	20	20
a311oi_1	5	5
mux2i_1	46	46
nor2_2	0	4
o22ai_1	7	7
o31ai_1	4	4
a31oi_1	17	17
nand3_1	51	51
diode_2	0	6
and2_1	7	6
conb_1	1	5
a211oi_1	25	25
mux4_2	113	113
and3_1	25	25
a21oi_1	25	25
buf_4	10	29
nor2_1	54	49
## how the worst max path moves through the flow
| stage | start | end |
|---|---|---|
| after global routing | verti_ln[0]$_DFFE_PP0N_ | vram_read_addr[5] |
| after CTS | verti_ln[0]$_DFFE_PP0N_ | vram_read_addr[2] |
| final | verti_ln[0]$_DFFE_PP0N_ | vram_read_addr[6] |
## worst max-delay path: stages (launching register included)
cell	delay, ns
dfrtp_1	0.45
ha_1	0.29
nand2_1	0.11
nor2_1	0.10
and2_1	0.20
and3_1	0.22
a221o_1	0.51
nor2_1	0.19
clkdlybuf4s50_1	0.50
## area by class of cell
type                    count  area, sq um  area share (%)
inverters                  12         50.0           0.332
well taps                 864         1080            7.18
flip-flops and latches     21          531            3.52
multi-input cells         742         6510            43.2
repair buffers            685         6790            45.1
clock buffers               3         75.1           0.498
clock inverters             1         5.00          0.0332
diodes                      6         15.0          0.0997
## power groups by stage
stage                 Combinational, mW  Sequential [mW]  Clock, mW
after CTS                         0.163           0.0407     0.0453
final                             0.161           0.0407     0.0431
after global routing              0.171           0.0407     0.0468
## kinds of logic after synthesis
| kind of cell | synth area share (%) |
|---|---|
| compound gates | 18.7 |
| xor+xnor | 2.32 |
| fa+ha+maj | 1.49 |
| buf+inv | 7.72 |
| flops | 7.04 |
| mux | 42.1 |
| other cells | 0.0498 |
| simple gates | 20.6 |
## routing by layer
metal  part of all wire [%]  routed length, microns  vias up  track usage, %
met2                     51                   34100      525            29.3
met5                   0.28                     189        -            1.37
li1                       -                       -     4616               -
met1                     39                   26200     4937            20.3
met4                   0.94                     633        8            1.63
met3                    9.3                    6270       34            6.19
Power figures rest on the tool's default switching activity, not on a simulated workload.
